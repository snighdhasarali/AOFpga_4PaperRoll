==> ./design.v <==
module forklift_streaming #(
    parameter W = 10
)(
    input  wire clk,
    input  wire rst,
    input  wire in_valid,
    input  wire cell_in,
    output wire [3:0] nsum,
    output wire accessible
);
    reg [$clog2(W)-1:0] col;
    reg [15:0] row;
    reg [W-1:0] r0, r1, r2;
    reg center;
    always @(posedge clk) begin
        if (rst) begin
            col <= 0; row <= 0;
            r0 <= 0; r1 <= 0; r2 <= 0;
            center <= 0;
        end else if (in_valid) begin
            r2[col] <= r1[col];
            r1[col] <= r0[col];
            r0[col] <= cell_in;
            center  <= r1[col];
            if (col == W-1) begin col <= 0; row <= row + 1; end
            else col <= col + 1;
        end
    end
    wire valid = (row >= 2) && (col > 0) && (col < W-1);
    assign nsum =
        (valid ? r2[col-1] : 0) +
        (valid ? r2[col]   : 0) +
        (valid ? r2[col+1] : 0) +
        (valid ? r1[col-1] : 0) +
        (valid ? r1[col+1] : 0) +
        (valid ? r0[col-1] : 0) +
        (valid ? r0[col]   : 0) +
        (valid ? r0[col+1] : 0);
    assign accessible = in_valid && valid && center && (nsum < 4);
endmodule
==> ./run.sh <==
#!/bin/bash
# OpenROAD 26Q1-2900-gdf79404cd8, Yosys 0.63+post, stock flow scripts
make -C /OpenROAD-flow-scripts/flow DESIGN_CONFIG=/design/flow/config.mk WORK_HOME=/design/flow/orfs finish
==> ./config.mk <==
export PLATFORM = sky130hd
export DESIGN_NAME = forklift_streaming
export DESIGN_NICKNAME = forklift_streaming
export VERILOG_FILES = /design/flow/design.v
export SDC_FILE = /design/flow/constraint.sdc
export NUM_CORES = 4
export LEC_CHECK = 1
export CORE_UTILIZATION = 30
export SYNTH_HDL_FRONTEND = slang
==> ./constraint.sdc <==
current_design forklift_streaming

set clk_period 5.5
set clk_io_pct 0.2

create_clock -name clk0 -period $clk_period [get_ports {clk}]

set non_clock_inputs [all_inputs -no_clocks]
set_input_delay [expr $clk_period * $clk_io_pct] -clock clk0 $non_clock_inputs
set_output_delay [expr $clk_period * $clk_io_pct] -clock clk0 [all_outputs]
==> run notes <==
Summary of implementation figures.

Synthesis
The commonest cells after synthesis are 51 x sky130_fd_sc_hd__dfxtp_1, 47 x sky130_fd_sc_hd__nor2_1, 26 x sky130_fd_sc_hd__mux2i_1, 26 x sky130_fd_sc_hd__nand2_1, 17 x sky130_fd_sc_hd__inv_1. The cell accounting for the most synthesized area is sky130_fd_sc_hd__dfxtp_1. The total standard cell area after synthesis is ~3300 um2.

The top cell type by area accounts for ~31% of the synthesized area. The most numerous cell in the Yosys netlist is sky130_fd_sc_hd__dfxtp_1. Once synthesis finished, the tally of register bits stood at 51. The fraction of the yosys area taken by sequential cells is between 30% and 40%. The number of different library cells used by synthesis comes to approximately 52. The number of cells in the yosys synthesis report is approximately 360. The count of yosys warnings during synthesis is 0. Per the synth stats, the flop cell with the highest instance count is sky130_fd_sc_hd__dfxtp_1. The chip area from the yosys synthesis statistics is about 3300 um2.

The synthesis report lists the most area-consuming cells as sky130_fd_sc_hd__dfxtp_1 31%, sky130_fd_sc_hd__mux2i_1 8.0%, sky130_fd_sc_hd__mux4_1 5.6%. The number of enable flip-flop cells is 0. The mean post-synth cell area is 9.067 um2. The async set-reset flop share out of synthesis is 0%. Per the post-synthesis report, the number of cells in the design is 361.

Hold path
The endpoint of the worst hold path is reported as r0[3]. The report gives the cell count of the worst hold path as 2. The path class of the tightest hold or removal check is reg2reg.

The launch instance of the worst min-delay path is r0[3].

Power
The areal power density over the cells is 200.1 nW/um2. The worst-case vdd ir drop is between 0.09 and 0.1 mV. The analysis attributes to cell leakage a power of 0.001462 uW.

The post-route total power is 792.3 uW.

Outcome
The final reports fail on negative setup slack. The run finished, with violations left.

Setup path
The startpoint of the worst-slack reg-to-reg timing path is col[0]. At the worst endpoint, the required time is 4.40 ns. The critical path data arrival time is approximately 4.4 ns. The master of the slowest instance on the critical path is sky130_fd_sc_hd__fa_1. The type of the worst setup path is reg2out. Traced cell by cell, the critical path runs through inv_1 > ha_4 > nor2b_4 > buf_4 > nand2b_1 > o211ai_1 > a21o_1 > fa_1 > fa_1 > inv_1 > fa_1 > ha_2 > inv_2 > fa_2 > inv_1 > clkdlybuf4s50_1. The worst setup path is launched from a flop. The critical path endpoint category is an output port. The largest fanout on the critical path is 3. The capture point of the worst reg-to-reg path is row[14].

The register-to-register setup slack is 2.91 ns. Among all stages on the critical path, the maximum delay recorded is a little over 0.5 ns. The cell count of the worst reg-to-reg path is 8.

Floorplan
Per the OpenROAD floorplan log, the area of the die is 11330 um2. The number of placement rows is 37. The overall die height is around 110 um. The core region is between 10000 and 15000 um2. The floorplan-stage core utilization is 31.28%. The number of placed I/O pins is 9. Measured along the x axis, the die boundary spans 106.5 um.

Global route
The global-route wire length before repair is around 13000 um. The combined global-route utilization of all metal layers is between 10% and 20%. Entering global routing, the biggest net connects between 50 and 60 pins.

The via count of the first global-routing pass is between 2k and 3k. Global routing finished with a remaining overflow of 0. The initial antenna violation count is 0.

CTS
The number of clock sinks is between 50 and 60. Looking at the clock tree report, the H-tree level count equals 2. The clock transition at the registers of the reported paths is approximately 0.10 ns.

The number of buffers created by CTS is 5. TritonCTS built the clock tree. CTS reports a maximum clock tree buffer depth of 2. Per the CTS log, the root buffer master is sky130_fd_sc_hd__clkbuf_8. The clock reaches the later pin of the worst-skew pair after about 0.32 ns.

STA
The final-report hold violation count is 0. The relative slew slack is 63.92%. Setup repair after global routing could not meet its margin everywhere. The smallest clock period supported by the final layout is computed as 5.503 ns. In the post-route analysis, the smallest setup slack over all paths is -0.002801 ns. The final timing report lists a max-slew violation count of 0.

Adding up every negative setup slack in the final design gives -0.002801 ns. The end-of-flow timing check tallies setup violations at 1. Based on the critical path, the design can be clocked at up to about 180 MHz. The most critical hold endpoint after final layout shows a slack of around 0.5 ns. OpenROAD reports that the post-layout worst path occupies 100.1% of the period. The measured slew at the worst slew-check pin is 0.5408 ns. The final worst clock skew is ~0.018 ns.

Placed design
The final HPWL from detailed placement is 5934 um. The placer congestion estimate is between 0.9 and 1. The number of placed instances, taps included, is approximately 520. The total of buffers placed on input and output ports is 8.

Finish
The final instance count without filler cells is 531. Cells fill between 30% and 40% of the core in the end. The area added between synthesis and finish is 20.99%. In the final layout, the share of cells above drive strength 1 is approximately 22%.

Route
The number of diodes added for antenna fixing is 0. Per the detail_route report, vias per standard cell equal between 5 and 6. Detailed-route iteration 0 reported a violation count of 157.

The count of TritonRoute iterations in the first routing pass is 4. Nets still carrying antenna violations after routing amount to 0. The number of vias in the routed layout is about 2.7k. The routed length per instance is between 15 and 20 um. The aggregate routed wire length is 8050 um. The number of design rule violations left after detail routing is 0.

Flow run
The number of warnings reported in the stage logs is 32. The tally of max-capacitance violations is 0.
## critical path, delay by kind of cell, from the launching register on
kind / cells / cell delay, ns
AND/OR/NAND/NOR: 2 / 0.29
adder cells (fa/ha/maj): 6 / 2.37
AND-OR/OR-AND: 2 / 0.34
flip-flops: 1 / 0.34
buffers and inverters: 6 / 0.75
## state kept, by name, indices dropped and copies added (netlist names)
signal  cells
col         4
row        16
r0         10
r2         10
r1         10
center      1
## area by class of cell
type                            instances  area, um2
Clock inverter                          3      43.79
Tap cell                              136      170.2
Sequential cell                        51       1030
Multi-Input combinational cell        271       2182
Timing Repair Buffer                   47      392.9
Fill cell                            1010       6502
Clock buffer                            5      68.82
Inverter                               18      72.57
## stage by stage
stage	setup slack [ns]	cell area [um2]
after floorplan	0.04232	3274
after global placement	-0.2094	3657
final	-0.002801	3960
after CTS	-0.01690	3925
after detailed placement	-0.2913	3657
after global routing	-0.1641	3960
## kinds of logic (layout without fill, tap and decap cells)
logic type / after synthesis / in the layout / synth area share [%]
AOI/OAI and AO/OA: 62 / 62 / 12.65
adders and majority gates: 14 / 14 / 6.269
muxes: 44 / 44 / 19.42
buffers and inverters: 39 / 73 / 5.390
and+or+nand+nor: 134 / 134 / 19.95
DFF: 51 / 51 / 31.19
xor gates and xnor gates: 17 / 17 / 5.123
## layout by cell type (no fill, tap or decap), drive strengths merged, types with 2 or more instances in the layout
master         instances
nor2b                  5
nor2                  47
nand3                 14
a211oi                13
xor2                  10
or3                    4
nor3                   2
a21o                   3
a21oi                 16
clkdlybuf4s50          5
o21ai                 13
nand3b                 4
nand2b                 6
a32oi                  2
fa                     4
nand2                 26
buf                   41
clkbuf                 5
o21a                   3
ha                    10
inv                   17
mux2i                 26
mux4                  13
nor4                   8
nand4                  6
dfxtp                 51
xnor2                  7
and3                   4
mux2                   5
clkinv                 3
and2                   4
o32ai                  2
## routing by layer
layer  GRT usage, %  wire length (um)  up-vias  part of all wire, %
li1               -                 -     1367                    -
met1          24.34              3981     1285                   49
met2          22.50              3490       65                   43
met3          3.752               456        8                  5.7
met4          1.566               122        0                  1.5
met5              0                 0        -                    0
## report_power, final
group | total, uW | switching (uW) | internal [uW]
Sequential | 381 | 6.15 | 375
Clock | 265 | 129 | 136
Combinational | 147 | 75.5 | 71.6
## worst max path at each step
stage / from / to / slack, ns / depth (start not counted)
6_report: col[1] / nsum[1] / -0.003 / 16
5_1_grt: col[1] / nsum[1] / -0.16 / 16
4_1_cts: col[0] / nsum[1] / -0.02 / 17
## timing repair
action / CTS / global route
pin swaps: 13 / 11
gates resized: 37 / 6
hold buffers: 0 / 0
endpoints found under the setup margin: 4 / 4
buffers inserted: 4 / 2
Power and IR drop assume default switching activity.
